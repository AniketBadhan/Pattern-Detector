[./config.mk]
export PLATFORM = sky130hd
export DESIGN_NAME = PatternDetector4
export DESIGN_NICKNAME = PatternDetector4
export VERILOG_FILES = /design/flow/design.v
export SDC_FILE = /design/flow/constraint.sdc
export NUM_CORES = 4
export LEC_CHECK = 1
export CORE_AREA = 10 10 70 70
export DIE_AREA = 0 0 80 80
[./constraint.sdc]
current_design PatternDetector4

set clk_period 1.0
set clk_io_pct 0.2

create_clock -name clk0 -period $clk_period [get_ports {clk}]

set non_clock_inputs [all_inputs -no_clocks]
set_input_delay [expr $clk_period * $clk_io_pct] -clock clk0 $non_clock_inputs
set_output_delay [expr $clk_period * $clk_io_pct] -clock clk0 [all_outputs]
[./design.v]
`timescale 1ns/1ps
module PatternDetector4(
	input [7:0] data, 
	input reset_sync, 
	input clk, 
	input ack, 
	output reg found_pattern
);
	enum reg [2:0]{
		RESET,
		B1,
		O,
		M,
		B2,
		WAIT_ACK
	} current_state, next_state;
	always @ (posedge clk, negedge reset_sync) begin
		if(!reset_sync) begin
			current_state <= RESET;
		end
		else begin
			current_state <= next_state;
		end
	end
	always @ * begin
		found_pattern = 0;
		case(current_state)
			RESET	:	begin
						if(ack == 1 && data == 8'b01100010 && reset_sync == 1'b1) begin
							next_state = B1;
						end
						else begin
							next_state = RESET;
						end
					end
			B1	:	begin
						if(data == 8'b01101111) begin
							next_state = O;
						end
						else begin
							next_state = RESET;
						end
					end
			O	: 	begin
						if(data == 8'b01101101) begin
							next_state = M;
						end
						else begin
							next_state = RESET;
						end
					end
			M	:	begin
						if(data == 8'b01100010) begin
							next_state = B2;
						end
						else begin
							next_state = RESET;
						end
					end
			B2	:	begin
						found_pattern = 1;
						if(ack == 0) begin
							next_state = WAIT_ACK;
						end
						else begin
							next_state = B2;
						end
					end
			WAIT_ACK:	begin
						if(ack == 0) begin
							found_pattern = 1;
							next_state = WAIT_ACK;
						end
						else begin
							found_pattern = 0;
							next_state = RESET;
						end
					end
			default:	begin
						next_state = RESET;
						found_pattern = 0;
					end
		endcase
	end
endmodule
[./run.sh]
#!/bin/bash
# OpenROAD 26Q1-2900-gdf79404cd8, Yosys 0.63+post, stock flow scripts
make -C /OpenROAD-flow-scripts/flow DESIGN_CONFIG=/design/flow/config.mk WORK_HOME=/design/flow/orfs finish
==> ds_physical_params.txt <==
Characteristics after synthesis and place and route

Parameter                              Value

Clocking
  Number of clock sinks    6
  Buffer levels on the longest clock path    2
  CTS hold repair buffers    0
  Root buffer cell    sky130_fd_sc_hd__clkbuf_4
  Maximum level of the CTS H-tree    1
  TritonCTS clock tree    built
  Insertion Delay late pin    roughly 0.25 ns
  Number of clock buffers inserted by TritonCTS    3
  Clock input transition at the sequential cells of the worst setup and hold paths    around 0.05 ns

Floorplanning
  Die outline area    0.00640 mm²
  Number of rows in the core area    21
  Die extent in y    80 µm
  Io pins    12
  Area inside the core boundary    0.00342 mm²
  FP Core Util    8.39%
  Die X    around 80 µm

Hold path
  Worst min-delay path category    in -> async

Global routing
  Initial antenna violation count    0
  All-layer global routing usage    around 2.9%
  Largest net degree at the start of global routing    8
  Via count of the first global-routing pass    around 350
  First-pass GRT wire length    1450 µm
  Overflow left after global routing    0

Timing
  Cycle use final    109%
  Highest attainable clock frequency    a little over 900 MHz
  Count of final hold-check violations    0
  Final Critical Period    around 1.1 ns
  Final worst clock skew    0.0131 ns
  Worst hold-check slack    between 0.2 and 0.3 ns
  Number of failing setup endpoints in the final timing report    1
  Least-Margin Pin Slew    0.166 ns
  RSZ-0062 raised after global routing    true
  Final Slew Violations    0
  Max transition margin    88.9%
  Min setup slack post-route    -0.0864 ns

Setup path
  Setup CP Type    reg -> out
  Maximum net fanout on the critical path    2
  Top delay family on crit path    flip-flops
  Flop2flop setup slack    about 0.050 ns
  Reg-to-Reg Start    current_state[1]$_DFF_PN0_
  Combined buffer and inverter count along the critical path    1
  Delay of the slowest cell on the worst path    0.38 ns
  Critical path endpoint category    primary output
  Critical path cell sequence    a21o_1 > buf_2
  Logic depth of the worst register-to-register path    3
  Crit start category    flop
  Capture instance of the worst register-to-register path    current_state[1]$_DFF_PN0_
  Data arrival, critical path    0.89 ns
  Critical-path top delay cell    sky130_fd_sc_hd__dfrtp_1
  CP required    ~0.80 ns

Synthesis
  Largest cells by area    sky130_fd_sc_hd__dfrtp_1 44%, sky130_fd_sc_hd__dfstp_2 9.2%, sky130_fd_sc_hd__nor2_1 9.2%
  Chip area in the Yosys report    approximately 290 µm²
  Syn Inst Count    28
  Top cells by count, synth    7 x sky130_fd_sc_hd__nor2_1, 5 x sky130_fd_sc_hd__dfrtp_1, 3 x sky130_fd_sc_hd__nand2_1
  Yosys warning count    1
  Average cell area after synthesis    roughly 10 µm²
  Sequential fraction of the synthesis area    52.8%
  Area share of the leading cell type in the synthesized netlist    between 40% and 50%
  Dominant cell type by area after synthesis    sky130_fd_sc_hd__dfrtp_1
  Yosys stat cell total    28
  Summed instance area of the synthesized netlist    between 200 and 300 µm²
  Distinct cell type count after synthesis    16
  Fraction of synthesis flops using an asynchronous set or reset pin    100%
  Count of state elements after synthesis    6
  Yosys top cell by instances    sky130_fd_sc_hd__nor2_1
  Top_reg_cell synth    sky130_fd_sc_hd__dfrtp_1
  Post-synth EDFFs    0

Placed design
  Half-perimeter wire length after detailed placement    646 µm
  Placer congestion estimate    between 0.6 and 0.7
  Cell area after placement    around 500 µm²
  Placement Setup Slack    -0.480 ns
  Cell Count Post-Placement    91
  Number of buffer cells added on primary ports    11

Routing
  Iteration tally of the first detailed-router pass    4
  Remaining design rule violation count    0
  DRC violation total after the first TritonRoute iteration    4
  Avg WL per Cell    approximately 8.5 µm
  Via/cell ratio    roughly 3.2
  Count of antenna diodes in the layout    0
  Total via count in the routed design    between 300 and 400
  Post-detailed-route count of antenna-violating nets    0
  Detailed Route WL    roughly 820 µm

Cells and area
  Registers with the most flip-flops    current_state x6
  Final cell count without fillers    around 96
  Top reg by flops    current_state
  Max reg flops    6
  Synth-to-layout area growth    84.7%
  Utilization after layout    between 15 and 20%
  Fraction of layout instances using a drive strength above 1    about 28%
  Post-Layout Inst Area    about 530 µm²

Power and ir drop
  Cell leakage power    between 0.2 and 0.3 nW
  Peak supply drop    between 0.4 and 0.5 mV
  Power per standard cell area    ~1100 mW/mm²

Flow run
  Max cap viols    0
  Stage-log warning count    27

Outcome
  Violated checks    setup timing
  Run status    finished, violations left
metrics by stage:
stage	TNS (ns)	power (mW)
2_1_floorplan	0	0.258
3_3_place_gp	-2.05	0.316
3_5_place_dp	-2.15	0.319
4_1_cts	-0.0992	0.571
5_1_grt	-0.134	0.603
6_report	-0.0864	0.558
cell usage in the layout (no fill, tap or decap):
| master | instances |
|---|---|
| sky130_fd_sc_hd__nor2_1 | 7 |
| sky130_fd_sc_hd__and4bb_1 | 1 |
| sky130_fd_sc_hd__dfstp_2 | 1 |
| sky130_fd_sc_hd__o211a_1 | 1 |
| sky130_fd_sc_hd__a22oi_2 | 1 |
| sky130_fd_sc_hd__and4b_2 | 1 |
| sky130_fd_sc_hd__clkbuf_4 | 3 |
| sky130_fd_sc_hd__buf_4 | 7 |
| sky130_fd_sc_hd__a22o_1 | 1 |
| sky130_fd_sc_hd__inv_1 | 1 |
| sky130_fd_sc_hd__o221ai_1 | 1 |
| sky130_fd_sc_hd__nand2_1 | 3 |
| sky130_fd_sc_hd__dlygate4sd2_1 | 6 |
| sky130_fd_sc_hd__dlymetal6s2s_1 | 1 |
| sky130_fd_sc_hd__dfrtp_1 | 5 |
| sky130_fd_sc_hd__clkbuf_1 | 1 |
| sky130_fd_sc_hd__buf_2 | 1 |
| sky130_fd_sc_hd__nor3b_1 | 1 |
| sky130_fd_sc_hd__clkdlybuf4s50_1 | 3 |
| sky130_fd_sc_hd__and4_1 | 1 |
| sky130_fd_sc_hd__nor2b_1 | 1 |
| sky130_fd_sc_hd__a21o_1 | 1 |
| sky130_fd_sc_hd__and3_1 | 1 |
cells by family after synthesis:
family	synth area share, %
AND-OR/OR-AND	14.9
buffers and inverters	1.31
flip-flops	52.8
AND/OR/NAND/NOR	31.0
per-layer routing:
layer / vias up / part of all wire [%] / routed length (µm) / track usage [%]
li1: 145 / - / - / -
met1: 136 / 47 / 382 / 3.16
met2: 22 / 31 / 257 / 3.69
met3: 0 / 22 / 176 / 3.41
met4: 0 / 0 / 0 / 0.176
met5: - / 0 / 0 / 0
worst max-delay path by stage:
stage	start	depth (start not counted)	end
final	current_state[4]$_DFF_PN0_	2	found_pattern
after global routing	current_state[1]$_DFF_PN0_	2	found_pattern
after CTS	current_state[4]$_DFF_PN0_	2	found_pattern
layout make-up:
class                      count  area, µm²
inverter                       1       3.75
timing repair buffer          18        153
fill                         390       2890
sequential                     6        151
clock buffer                   4       26.3
tap                           46       57.6
multi-input combinational     21        138
where the power goes:
part	switching, mW	total [mW]	leakage (nW)	internal [mW]
clock	0.0985	0.250	0.0150	0.152
sequential	0.0000857	0.244	0.0804	0.244
combinational	0.0233	0.0637	0.174	0.0404
timing repair:
action | 4_1_cts | 5_1_grt
setup buffers | 1 | 1
pin swaps | 4 | 3
endpoints found under the setup margin | 5 | 5
gates resized | 9 | 3
Power is estimated from default activity; no workload was simulated.
