[design/flow/config.mk]
export PLATFORM = sky130hd
export DESIGN_NAME = PatternDetector3
export DESIGN_NICKNAME = PatternDetector3
export VERILOG_FILES = /design/flow/design.v
export SDC_FILE = /design/flow/constraint.sdc
export NUM_CORES = 4
export LEC_CHECK = 1
export CORE_AREA = 10 10 70 70
export DIE_AREA = 0 0 80 80
[design/flow/constraint.sdc]
current_design PatternDetector3

set clk_period 1.6
set clk_io_pct 0.2

create_clock -name clk0 -period $clk_period [get_ports {clk}]

set non_clock_inputs [all_inputs -no_clocks]
set_input_delay [expr $clk_period * $clk_io_pct] -clock clk0 $non_clock_inputs
set_output_delay [expr $clk_period * $clk_io_pct] -clock clk0 [all_outputs]
[design/flow/design.v]
`timescale 1ns/1ps
module PatternDetector3(
	input [7:0] data, 
	input reset_sync, 
	input clk, 
	input ack, 
	output reg found_pattern
);
	enum reg [2:0]{
		RESET,
		B1,
		O,
		M,
		B2,
		WAIT_ACK
	} current_state, next_state;
	always @ (posedge clk, negedge reset_sync) begin
		if(!reset_sync) begin
			current_state <= RESET;
		end
		else begin
			current_state <= next_state;
		end
	end	
	always_comb begin
		case (current_state)
			RESET	:	begin
						if(ack == 1'b1 && data == 8'b01100010) begin
							next_state = B1;
						end
						else begin
							next_state = RESET;
						end
					end
			B1	:	begin
						if(data == 8'b01101111) begin
							next_state = O;
						end
						else begin
							next_state = RESET;
						end
					end
			O	:	begin
						if(data == 8'b01101101) begin
							next_state = M;
						end
						else begin
							next_state = RESET;
						end
					end
			M	:	begin
						if(data == 8'b01100010) begin
							next_state = B2;
						end
						else begin
							next_state = RESET;
						end
					end
			B2	:	begin
						if(ack == 0) begin
							next_state = WAIT_ACK;
						end
						else begin
							next_state = B2;
						end
					end
			WAIT_ACK:	begin
						if(ack == 0) begin
							next_state = WAIT_ACK;
						end
						else begin
							next_state = RESET;
						end
					end
			default	:	begin
						next_state = RESET;
					end						
		endcase
	end
	always @ (posedge clk, negedge reset_sync) begin
		if(!reset_sync) begin
			found_pattern <= 1'b0;
		end
		else begin
			case(next_state)
				RESET	:	begin
							found_pattern <= 1'b0;
						end
				B1	:	begin
							found_pattern <= 1'b0;
						end
				O	:	begin
							found_pattern <= 1'b0;
						end
				M	:	begin
							found_pattern <= 1'b0;
						end
				B2	:	begin
							found_pattern <= 1'b1;
						end
				WAIT_ACK:	begin
							found_pattern <= 1'b1;
						end
				default	:	begin
							found_pattern <= 1'b0;
						end
			endcase
		end
	end
endmodule
[design/flow/run.sh]
#!/bin/bash
# OpenROAD 26Q1-2900-gdf79404cd8, Yosys 0.63+post, stock flow scripts
make -C /OpenROAD-flow-scripts/flow DESIGN_CONFIG=/design/flow/config.mk WORK_HOME=/design/flow/orfs finish
==> flow_metrics.py <==
# Metrics from the implementation run
metrics = {
    "critical_path": {
        "timing.rr.end": "current_state[0]",
        "crit_arrival_ps": 1650,
        "start_kind": "input port",
        "reg2reg_slack_ps": 570,
        "end_kind": "register",
        "reg2reg_depth": 2,
        "cp_max_fo": 5,
        "reg2reg_from": "current_state[2]",
        "setup.worst_path.class": "in -> reg",
        "required_ps": 1780,
    },
    "die": {
        "die_w_um": 80,
        "chipArea_sq_um": 6400,
        "io_pins": 12,
        "die_h_um": 80,
        "core_sq_um": 3416,
        "fp_util_pct": 9.194,
        "rows": 21,
    },
    "global_routing": {
        "overflow": 0,
        "grtUsageTotal_pct": 2.374,
        "antenna_found_initial": 0,
        "grt_pass1_wl_um": 1200,
        "grt_pass1_vias": 279,
        "grt_max_degree": 8,
    },
    "logic_synthesis": {
        "netlist.top_cell.by_area": "dfrtp_1",
        "ys.flops": 7,
        "enable_flop_cells": 0,
        "topCellsByArea": "dfrtp_1 (48%), dfstp_2 (8.4%), nor2_1 (6.0%)",
        "most_common_cell": "dfrtp_1",
        "synthCells": 29,
        "synth_chip_area_sq_um": 314.1,
        "syn-cell-area_sq_um": 314.1,
        "yosysSeqAreaShare_pct": 56.18,
        "synth-main-ff-cell": "dfrtp_1",
        "yosysUniqueCellTypes": 18,
        "yosys_cells": 29,
        "yosysWarningCount": 1,
        "synth_async_sr_flop_share_pct": 100.0,
        "syn_avg_cell_area_sq_um": 10.83,
        "top_cells_by_count": "dfrtp_1 (6), nor2_1 (5), nand2_1 (3)",
        "top_area_share_pct": 47.81,
    },
    "cts": {
        "postCtsSetupBuffers": 0,
        "clock-sinks": 7,
        "cts-root-buf": "clkbuf_4",
        "clkLatencyLatePin_ps": 250,
        "cts_made_buffers": 3,
        "cts.clk_slew.worst_paths_ps": 50,
        "cts-resized-gates": 0,
        "cts_tree": "yes",
        "clockBufferDepth": 2,
        "htreeDepth": 1,
        "cts_hold_buf": 0,
    },
    "power": {
        "p_comb_share_pct": 10.4,
        "power.internal_w": 0.0003034,
        "p_clk_share_pct": 41.2,
        "p_leak_nw": 0.2057,
        "swShare_pct": 19.32,
        "vdd_drop_max_uv": 474.3,
        "p_sw_w": 0.00007268,
        "power_w": 0.0003761,
        "power.density_nw_per_um2": 729.6,
        "p_seq_share_pct": 48.4,
    },
    "sta": {
        "layout_min_cycle_time_ps": 1468,
        "rsz0062_at_grt": "no",
        "worst_pin_slew_ps": 303.0,
        "setup_viol": 0,
        "worst_slack_ps": 132.0,
        "maxSlewHeadroom_pct": 79.74,
        "finalHoldViolCount": 0,
        "period_used_pct": 91.75,
        "fmax_ghz": 0.6812,
        "report.final.slew_viol_count": 0,
        "fin_skew_ps": 6.031,
    },
    "routing": {
        "wirelength_um": 718,
        "drtIter0Drc": 7,
        "firstDrtPassIters": 3,
        "vias": 276,
        "antennaDiodeCount": 0,
        "antenna_left": 0,
        "drc": 0,
        "drt-wirelength-per-cell_um": 7.890,
        "via_per_inst": 3.033,
    },
    "final_layout": {
        "layout-drive-gt1-share_pct": 17.78,
        "fin_util_pct": 15.09,
        "area_growth_pct": 64.14,
        "final_cell_area_sq_um": 515.5,
    },
    "placement": {
        "pre_cts_ws_ps": -132.4,
        "finalWeightedCongestion": 0.7765,
        "io_buffers": 11,
        "placed_area_sq_um": 489.2,
    },
    "hold_path": {
        "hold_path_class": "in -> async",
    },
    "run_status": {
        "outcome": "finished clean",
    },
    "run": {
        "tool_warnings": 25,
        "cap_violations": 0,
    },
}
==> stage by stage <==
stage / setup TNS (ps) / std cells / hold WS, ps
3_5_place_dp: -184.6 / 87 / 500.6
5_1_grt: 0 / 91 / 340.2
4_1_cts: 0 / 91 / 334.1
3_3_place_gp: -185.5 / 87 / 500.6
2_1_floorplan: 0 / 29 / 24.41
6_report: 0 / 91 / 321.1
==> cells by family (layout without fill, tap and decap cells) <==
logic type / Yosys count / in the layout / synth area share [%]
flops: 7 / 7 / 56.18
buf+inv: 1 / 17 / 1.194
compound gates: 5 / 5 / 12.35
simple gates: 16 / 16 / 30.28
==> cell usage in the layout (no fill, tap or decap) <==
master	instances
o21bai_1	1
a22o_1	1
inv_1	1
and4bb_1	1
nand2_1	3
clkdlybuf4s50_1	11
nand4_1	1
buf_4	1
a221o_1	1
o21ai_0	1
or2_2	1
clkbuf_1	1
dfrtp_1	6
nor3b_1	1
and3_2	1
clkbuf_4	3
a211oi_1	1
nor2b_1	1
nor3_1	1
nor2_1	5
and4b_4	1
dfstp_2	1
==> metal layers <==
metal	track usage (%)	part of all wire [%]	vias up	routed length [um]
met2	3.210	40	12	284
li1	-	-	137	-
met4	0.1761	0.56	0	4
met1	2.697	44	125	313
met3	2.386	16	2	115
met5	0	0	-	0
==> state kept, by name (all words and copies together), names as in the netlist <==
| signal | flops |
|---|---|
| current_state | 6 |
| found_pattern | 1 |
==> power groups by stage <==
| stage | combinational [W] | sequential (W) | clock (W) |
|---|---|---|---|
| after global routing | 0.0000424 | 0.000182 | 0.000173 |
| after CTS | 0.0000394 | 0.000182 | 0.000159 |
| final | 0.0000389 | 0.000182 | 0.000155 |
==> worst max path at each step <==
stage / start / end / slack, ps / cells past startpoint
after global routing: data[6] / current_state[0] / 50 / 5
final: data[7] / current_state[0] / 130 / 5
after CTS: data[7] / current_state[0] / 130 / 5
==> critical path, stage by stage <==
cell and delay (ps):
clkdlybuf4s50_1 390, and4bb_1 270, and4b_4 260, nand2_1 60
a221o_1 340
==> final cells by class <==
cell class | count | area [sq um]
timing repair buffer | 12 | 117.6
sequential | 7 | 176.4
tap | 46 | 57.56
inverter | 1 | 3.754
fill | 397 | 2900
multi-input combinational | 21 | 133.9
clock buffer | 4 | 26.28
Power figures rest on the tool's default switching activity, not on a simulated workload.
