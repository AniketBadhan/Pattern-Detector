### run.sh
#!/bin/bash
# OpenROAD 26Q1-2900-gdf79404cd8, Yosys 0.63+post, stock flow scripts
make -C /OpenROAD-flow-scripts/flow DESIGN_CONFIG=/design/flow/config.mk WORK_HOME=/design/flow/orfs finish
### constraint.sdc
current_design PatternDetector1

set clk_period 2.2
set clk_io_pct 0.2

create_clock -name clk0 -period $clk_period [get_ports {clk}]

set non_clock_inputs [all_inputs -no_clocks]
set_input_delay [expr $clk_period * $clk_io_pct] -clock clk0 $non_clock_inputs
set_output_delay [expr $clk_period * $clk_io_pct] -clock clk0 [all_outputs]
### design.v
`timescale 1ns/1ps
module PatternDetector1(
	input [7:0] data, 
	input reset_sync, 
	input clk, 
	input ack, 
	output reg found_pattern
);
	enum reg [2:0]{
		RESET,
		B1,
		O,
		M,
		B2,
		WAIT_ACK
	} current_state, next_state;
	always @ (posedge clk, negedge reset_sync) begin
		if(!reset_sync) begin
			current_state <= RESET;
		end
		else begin
			current_state <= next_state;
		end
	end
	always @ * begin
		found_pattern = 0;
		case(current_state)
			RESET	:	begin
						if(ack == 1 && data == 8'b01100010 && reset_sync == 1'b1) begin
							next_state = B1;
						end
						else begin
							next_state = RESET;
						end
					end
			B1	:	begin
						if(data == 8'b01101111) begin
							next_state = O;
						end
						else begin
							next_state = RESET;
						end
							end
			O	:	begin
						if(data == 8'b01101101) begin
							next_state = M;
						end
						else begin
							next_state = RESET;
						end
					end
			M	:	begin
						if(data == 8'b01100010) begin
							next_state = B2;
							found_pattern = 1;
						end
						else begin
							next_state = RESET;
							found_pattern = 0;
						end
					end
			B2	:	begin
						found_pattern = 1;
						if(ack == 0) begin
							next_state = WAIT_ACK;
						end
						else begin
							next_state = B2;
						end
					end
			WAIT_ACK:	begin
						if(ack == 0) begin
							found_pattern = 1;
							next_state = WAIT_ACK;
						end
						else begin
							found_pattern = 0;
							next_state = RESET;
						end
					end
			default :	begin
						next_state = RESET;
						found_pattern = 0;
					end
		endcase
	end
endmodule
### config.mk
export PLATFORM = sky130hd
export DESIGN_NAME = PatternDetector1
export DESIGN_NICKNAME = PatternDetector1
export VERILOG_FILES = /design/flow/design.v
export SDC_FILE = /design/flow/constraint.sdc
export NUM_CORES = 4
export LEC_CHECK = 1
export CORE_AREA = 10 10 70 70
export DIE_AREA = 0 0 80 80
==> summary.json <==
{
  "worstPathArrival": {"value": 1650, "unit": "ps"},
  "fin_skew": {"value": 5.95, "unit": "ps"},
  "area_delta_synth_final": {"value": 76.1, "unit": "%"},
  "detail-route-antenna-nets": {"value": 0},
  "wire_per_inst": {"value": 9.51, "unit": "um"},
  "clock_power_share": {"value": 43.8, "unit": "%"},
  "postSynthRegisterBits": {"value": 6},
  "setup_repair_after_global_routing_missed_its_margin": {"value": "no"},
  "tritoncts": {"value": "built"},
  "core_util_floorplan": {"value": 8.42, "unit": "%"},
  "number_of_cells_produced_by_synthesis": {"value": 27},
  "ys_seq_share": {"value": 52.6, "unit": "%"},
  "synth_area": {"value": 288, "unit": "sq um"},
  "hold_buffers": {"value": 0},
  "avgSynthCellArea": {"value": 10.7, "unit": "sq um"},
  "critPathKind": {"value": "input port to output port"},
  "placement.io_buffers": {"value": 11},
  "cp_cell_sequence": {"value": "clkdlybuf4s50_1 > and4bb_1 > and4b_4 > a211o_1 > clkbuf_2"},
  "grt_first_pass_wirelength": {"value": 1500, "unit": "um"},
  "log.warning_count": {"value": 25},
  "dp_hpwl": {"value": 647, "unit": "um"},
  "globalRoute.totalOverflow": {"value": 0},
  "post_synth_num_cell_types": {"value": 15},
  "die_y": {"value": 80, "unit": "um"},
  "tns": {"value": 0, "unit": "ps"},
  "final-hold-violation-count": {"value": 0},
  "finalWeightedCongestion": {"value": 0.744},
  "critical_path_required": {"value": 1760, "unit": "ps"},
  "drt_iter0_markers": {"value": 6},
  "timing.reg2reg.setup_slack": {"value": 1320, "unit": "ps"},
  "worstSetupEndpointType": {"value": "output port"},
  "fin_crit_sh": {"value": 95.0, "unit": "%"},
  "post-route-drc-count": {"value": 0},
  "clkSlewWorstSetupHoldPaths": {"value": 50, "unit": "ps"},
  "layout.cells.most_common_list": {"value": "10 x clkdlybuf4s50_1, 7 x nor2_1, 5 x dfrtp_1"},
  "timing.critical_path.slowest_cell_delay": {"value": 450, "unit": "ps"},
  "placed_cells": {"value": 87},
  "setup_violations": {"value": 0},
  "critical_path_start_type": {"value": "input port"},
  "finalCriticalPeriod": {"value": 2090, "unit": "ps"},
  "antenna_cells": {"value": 0},
  "ys.warnings.count": {"value": 1},
  "p_int": {"value": 0.000201, "unit": "W"},
  "cts-root-to-sink-buffers": {"value": 2},
  "cpMaxStageDelayCell": {"value": "clkdlybuf4s50_1"},
  "total_cts_buffers": {"value": 3},
  "grt_usage": {"value": 3.02, "unit": "%"},
  "total_switching_power": {"value": 0.0000523, "unit": "W"},
  "routed-via-count": {"value": 284},
  "slew_viol_final": {"value": 0},
  "insertion_delay": {"value": 250, "unit": "ps"},
  "synth.yosys.chip_area": {"value": 288, "unit": "sq um"},
  "power": {"value": 0.000253, "unit": "W"},
  "cp_max_fo": {"value": 2},
  "final_common_cell": {"value": "clkdlybuf4s50_1"},
  "power.switching_fraction": {"value": 20.6, "unit": "%"},
  "antenna_found_initial": {"value": 0},
  "power.leakage": {"value": 0.229, "unit": "nW"},
  "power_per_cell_area": {"value": 500, "unit": "nW/um^2"},
  "cts_root_buffer": {"value": "clkbuf_4"},
  "drt-total-wl": {"value": 875, "unit": "um"},
  "numClockSinks": {"value": 6},
  "max_slew.worst_pin.slew": {"value": 329, "unit": "ps"},
  "vias_per_cell": {"value": 3.09},
  "largest_registers": {"value": "current_state: 6 flops"},
  "synth-cells-yosys": {"value": 27},
  "die.size.x": {"value": 80, "unit": "um"},
  "portion_of_total_power_attributed_to_combinational_logic": {"value": 12.5, "unit": "%"},
  "drt-pass1-iter-count": {"value": 4},
  "row_count": {"value": 21},
  "grt_pass1_vias": {"value": 317},
  "status": {"value": "completed"},
  "grt_start_max_net_pins": {"value": 9},
  "max_cap_violations": {"value": 0},
  "fmax": {"value": 479, "unit": "MHz"},
  "power.sequential.fraction": {"value": 43.7, "unit": "%"},
  "htreeDepth": {"value": 1},
  "largest_reg_flops": {"value": 6},
  "chip_area": {"value": 6400, "unit": "sq um"},
  "vdd.ir_drop.worst": {"value": 0.303, "unit": "mV"},
  "largest_register": {"value": "current_state"},
  "fraction_of_layout_instances_using_a_drive_strength_above_1": {"value": 21.7, "unit": "%"},
  "hold_class": {"value": "input port to asynchronous set/reset pin"},
  "slew_headroom": {"value": 78.0, "unit": "%"},
  "instances_no_fill": {"value": 92},
  "ios": {"value": 12},
  "final_core_utilization": {"value": 14.8, "unit": "%"},
  "floorplan.core_area": {"value": 3420, "unit": "sq um"}
}
## power by group through the flow
stage	Sequential, W	Clock (W)	Combinational, W
final	0.000111	0.000111	0.0000316
after CTS	0.000111	0.000116	0.0000316
after global routing	0.000111	0.000123	0.0000346
## per-layer routing
metal  GRT usage [%]  up-vias  wire length, um
met5               0        -                0
met4           0.176        0                0
met3            2.95        0              148
met2            2.97       19              238
met1            4.44      127              488
li1                -      138                -
## cell type report
type                            instances  area [sq um]
Fill cell                             392          2910
Timing Repair Buffer                   15           135
Clock buffer                            4          26.3
Tap cell                               46          57.6
Sequential cell                         6           151
Multi-Input combinational cell         21           136
## metrics by stage
stage / setup WS [ps] / hold WS, ps / instance area, sq um
global route: 79.5 / 472 / 507
finish: 110 / 454 / 507
detailed placement: -234 / 519 / 478
floorplan: 669 / 144 / 288
global placement: -264 / 511 / 478
CTS: 30.7 / 453 / 512
## logic make-up (layout without fill, tap and decap cells)
logic type             Yosys count  in the layout  share of synthesized area (%)
AND/OR/NAND/NOR                 16             16                           32.2
flip-flops                       6              6                           52.6
buffers and inverters            0             19                              0
AND-OR/OR-AND                    5              5                           15.2
## worst max-delay path, delay by kind of cell
| family | cells | cell delay, ps |
|---|---|---|
| buffers and inverters | 2 | 540 |
| AND-OR/OR-AND | 1 | 250 |
| AND/OR/NAND/NOR | 2 | 420 |
## Yosys cell counts
master	number	area [sq um]
nor3b_1	1	7.51
o211a_1	1	10.0
and4_1	1	8.76
and3_1	1	6.26
nor2b_1	1	6.26
a211o_1	1	8.76
dfstp_2	1	26.3
dfrtp_1	5	125
nand2_1	3	11.3
and4b_4	1	13.8
a22o_1	1	8.76
and4bb_1	1	12.5
nor2_1	7	26.3
a22oi_1	1	7.51
o221ai_1	1	8.76
## what timing repair did
item                       CTS  global route
buffers inserted             1             0
setup endpoints to repair    1             1
gates resized                2             1
pin swaps                    2             1
hold endpoints to repair     0             0
## final timing paths
check | depth (start not counted) | from | endpoint
hold / removal | 1 | reset_sync | current_state[4]$_DFF_PN0_
max in group asynchronous | 1 | reset_sync | current_state[0]$_DFF_PN1_
setup reg to reg | 3 | current_state[2]$_DFF_PN0_ | current_state[0]$_DFF_PN1_
min in group clk0 | 2 | current_state[3]$_DFF_PN0_ | current_state[2]$_DFF_PN0_
hold reg to reg | 2 | current_state[3]$_DFF_PN0_ | current_state[2]$_DFF_PN0_
setup / recovery | 5 | data[7] | found_pattern
Power and IR drop assume default switching activity.
